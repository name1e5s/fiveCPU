===== ./run.sh =====
#!/bin/bash
# OpenROAD 26Q1-2900-gdf79404cd8, Yosys 0.63+post, stock flow scripts
make -C /OpenROAD-flow-scripts/flow DESIGN_CONFIG=/design/flow/config.mk WORK_HOME=/design/flow/orfs finish

===== ./config.mk =====
export PLATFORM = sky130hd
export DESIGN_NAME = register
export DESIGN_NICKNAME = register
export VERILOG_FILES = /design/flow/design.v
export SDC_FILE = /design/flow/constraint.sdc
export NUM_CORES = 4
export LEC_CHECK = 1
export CORE_UTILIZATION = 40

===== ./constraint.sdc =====
current_design register

set clk_period 11.5
set clk_io_pct 0.2

create_clock -name clk0 -period $clk_period [get_ports {clk}]

set non_clock_inputs [all_inputs -no_clocks]
set_input_delay [expr $clk_period * $clk_io_pct] -clock clk0 $non_clock_inputs
set_output_delay [expr $clk_period * $clk_io_pct] -clock clk0 [all_outputs]

===== ./design.v =====
`timescale 1ns / 1ps
module register(
        input                       clk,
        input                       rst,
		input [4:0]					raddr_a,
		output logic [31:0] 		rdata_a,
		input [4:0]					raddr_b,
		output logic [31:0] 		rdata_b,
		input 						wenable_a,
		input [4:0]					waddr_a,
		input [31:0]				wdata_a
);
   reg [31:0] _register[0:31];
	always_comb begin : read_data_a
		if(raddr_a == 5'b00000)
			rdata_a = 32'h0000_0000;
		else if(wenable_a && waddr_a == raddr_a)
			rdata_a = wdata_a;
		else
			rdata_a = _register[raddr_a];
	end
	always_comb begin : read_data_b
		if(raddr_b == 5'b00000)
			rdata_b = 32'h0000_0000;
		else if(wenable_a && waddr_a == raddr_b)
			rdata_b = wdata_a;
		else
			rdata_b = _register[raddr_b];
	end
	always_ff @(posedge clk) begin : write_data
		if(rst) begin
			for(int i = 0; i < 31; i++)
				_register[i] <= 32'h0000_0000;
		end
		else if(wenable_a)
			_register[waddr_a] <= wdata_a;
		else begin
		end
	end
endmodule

==> flow_summary.yaml <==
# implementation run metrics
final_timing:
  post-route-period-util_pct: 74.05
  maxSlewViolCount: 0
  grt_setup_unrepaired: "no"
  fin_crit_ns: 8.516
  max-slew-margin-rel_pct: 33.56
  fmax_ghz: 0.1174
  worstMarginPinSlew_ns: 0.9929
  finalWorstSetupSlack_ns: 2.984
  hold_viol_final: 0
  setup_tns_ns: 0
  final-setup-viol-count: 0
global_routing:
  grt_pass1_wl_um: 291900
  antenna_found_initial: 16
  grt_pass1_vias: 38000
  grt-ovfl-total: 0
  grt_use_total_pct: 32.97
  grt_start_max_net_pins: 61
route:
  vias_per_cell: 6.325
  num_vias: 35860
  drc: 0
  wl_per_cell_um: 37.02
  first_iter_violations: 2647
  routed_wl_um: 209800
  antenna_left: 0
  drtPass1Iterations: 5
synthesis:
  ys_cells: 3814
  synth_cell_types: 55
  flop_cell: "edfxtp_1"
  top_cell: "edfxtp_1"
  syn_inst: 3814
  synthArstFlopShare_pct: 0
  area_leaders: "edfxtp_1 56%, mux4_2 16%, and2_1 11%"
  ys.warnings.count: 1
  synth_top_area_share_pct: 55.94
  ys_area_sq_um: 54970
  yosys.area.top_type: "edfxtp_1"
  synth.top_cells.by_count: "1024 x edfxtp_1, 995 x and2_1, 383 x mux4_2"
  ys_seq_share_pct: 55.94
  synth-edff-count: 1024
  synth_flops: 1024
  synth_area_sq_um: 54970
  synth_area_per_cell_sq_um: 14.41
floorplan:
  io_pins: 114
  fp.dieH_um: 372.7
  fp-utilization_pct: 40.43
  fp.coreArea_sq_um: 136000
  chipArea_sq_um: 138900
  rows: 135
  die_w_um: 372.7
placement:
  placedCellCount: 5463
  place_ws_ns: 3.096
  io_buffer_count: 113
  place_hpwl_um: 122000
  place_congestion: 0.9603
  postPlaceCellArea_sq_um: 57950
setup_path:
  endpoint_kind: "output pin"
  critPathLaunchType: "input port"
  worstSetupPathType: "in -> out"
  cp.required_ns: 9.20
  crit_fanout: 44
  cp_data_arrival_time_ns: 6.22
clock_network:
  clockBufferDepth: 3
  cts_setup_buffers: 0
  cts_tree: "done"
  cts-buffers-inserted: 110
  cts_max_level: 3
  ctsHoldBuffers: 0
  clk_pin_slew_ns: 0.06
  cts_sinks: 1024
  cts-resized-gates: 0
  cts_root_buffer: "clkbuf_16"
pwr:
  pwr_density_cell_nw_per_um2: 148.1
  power_leakage_nw: 21.13
  peakVddDrop_uv: 137.7
final_layout:
  largest_register_ffs: 1024
  fin_area_sq_um: 61450
  fillerInstances: 11510
  area_growth_pct: 11.79
  drive_gt1_share_pct: 20.45
  top_register: "_register"
  reg_top3: "_register: 1024 flops"
  fin_cells: 5669
job:
  tool_warnings: 26
  maxCapViolCount: 0
outcome:
  status: "finished clean"
worst_hold_path:
  hold_class: "in -> reg"
[cells by family (layout without fill, tap and decap cells)]
group	Yosys count	count (layout)	share of synthesized area, %
and+or+nand+nor	1226	1226	13.36
AOI/OAI and AO/OA	484	484	6.308
DFF	1024	1024	55.94
other	0	11	0
xor gates and xnor gates	10	10	0.1593
buffers and inverters	413	476	3.549
muxes	657	657	20.69
[report_power, final]
group / leakage (nW) / internal, mW / switching [mW]
registers: 9.72 / 4.30 / 0.0950
clock network: 1.71 / 2.02 / 1.51
logic: 9.69 / 0.465 / 0.708
total: 21.1 / 6.79 / 2.31
[area by class of cell]
type | instances | area (sq um) | area share (%)
inverters | 1 | 3.754 | 0.006108
repair buffers | 280 | 2409 | 3.920
diodes | 11 | 27.53 | 0.04479
flip-flops and latches | 1024 | 30750 | 50.04
well taps | 1781 | 2228 | 3.626
clock inverters | 59 | 583.1 | 0.9488
clock buffers | 136 | 2893 | 4.708
multi-input cells | 2377 | 22560 | 36.71
[layer usage]
metal	routed length (um)	GRT usage, %	vias up	part of all wire [%]
met5	463	2.166	-	0.22
li1	-	-	14650	-
met3	44360	29.53	611	21
met2	88630	43.93	3129	42
met4	10550	12.67	24	5.0
met1	65830	37.63	17450	31
[metrics by stage]
stage | utilization [%] | total power [mW] | hold WS (ns)
global route | 45.18 | 9.332 | 2.397
global placement | 42.62 | 5.613 | 3.136
CTS | 45.17 | 9.101 | 2.360
detailed placement | 42.62 | 5.616 | 3.134
finish | 45.19 | 9.098 | 2.399
floorplan | - | 5.088 | 2.399
[placed cells by master (no fill, tap or decap), types with 6 or more instances in the layout]
cell             count
edfxtp_1          1024
and2_1             995
mux4_2             383
mux2i_1            272
buf_4              167
clkbuf_16          112
clkdlybuf4s50_1    104
a22oi_1             83
nand2_1             77
a21oi_1             73
o22ai_1             64
o21ai_0             53
a211oi_1            39
or2_2               35
nor2_4              34
o221ai_1            32
a32o_1              32
a221oi_1            28
clkbuf_1            24
clkinv_1            22
clkinv_2            22
o22a_1              21
nor2_1              19
nor3_1              18
o211ai_1            14
diode_2             11
a22o_1              11
bufinv_16           11
xnor2_1             10
a31oi_1             10
a211o_1              8
nand2b_1             7
nor2b_1              7
a221o_1              6
[worst max-delay path, stage by stage]
cell and delay, ns:
buf_8 0.41, buf_4 0.67, buf_4 0.60, mux4_2 0.32, nor3_1 0.05, nor4_1 0.30, mux2i_1 0.13, o21ai_0 0.66
clkdlybuf4s50_1 0.62
[worst paths after layout]
kind               startpoint                end  slack [ns]  cells past startpoint
setup / recovery   raddr_b[0]        rdata_b[28]        2.98                      9
hold / removal    wdata_a[15]  _register[31][15]        2.40                      2
Power figures rest on the tool's default switching activity, not on a simulated workload.
