===== config.mk =====
export PLATFORM = sky130hd
export DESIGN_NAME = sram_like
export DESIGN_NICKNAME = sram_like
export VERILOG_FILES = /design/flow/design.v
export SDC_FILE = /design/flow/constraint.sdc
export NUM_CORES = 4
export LEC_CHECK = 1
export CORE_AREA = 10 10 151 151
export DIE_AREA = 0 0 161 161

===== constraint.sdc =====
current_design sram_like

set clk_period 3.5
set clk_io_pct 0.2

create_clock -name clk0 -period $clk_period [get_ports {clk}]

set non_clock_inputs [all_inputs -no_clocks]
set_input_delay [expr $clk_period * $clk_io_pct] -clock clk0 $non_clock_inputs
set_output_delay [expr $clk_period * $clk_io_pct] -clock clk0 [all_outputs]

===== design.v =====
`timescale 1ns / 1ps
module sram_like(
        input                       clk,
		input                       rstn,
		input                       flush,
		output logic                inst_req ,
		output logic                inst_wr ,
		output logic [1 :0]         inst_size ,
		output logic [31:0]         inst_addr ,
		output logic [31:0]         inst_wdata ,
		input [31:0]                inst_rdata ,
		input                       inst_addr_ok ,
		input                       inst_data_ok ,
		output logic                data_req ,
		output logic                data_wr ,
		output logic [1 :0]         data_size ,
		output logic [31:0]         data_addr ,
		output logic [31:0]         data_wdata ,
		input [31:0]                data_rdata ,
		input                       data_addr_ok ,
		input                       data_data_ok ,
		input                       ien,
		input [31:0]                iaddr_i,
		output logic [31:0]         idata_i,
		output logic                inst_ok,
		input                       den,
		input [3:0]                 dwen,  
		input [31:0]                daddr_i,
		input [31:0]                dwdata_i,
		output logic [31:0]         drdata_i,
		output logic                data_ok
);
   wire rst = ~rstn;
    parameter [1:0]  
        IDLE = 2'b01,
        WIAT = 2'b10,
        PCCH = 2'b11;
   reg [1:0]    icurr;
   logic [1:0]  inext;
    always_ff @(posedge clk) begin : update_icurr
        if(rst) begin
            icurr <= IDLE;
        end
        else begin
            icurr <= inext;
        end
    end
    always_comb begin : select_next_icurr
        case(icurr)
        WIAT: begin
            inst_req = 1'b0;
            inst_addr = 32'd0;
            idata_i = inst_rdata;
            inst_ok = inst_data_ok;
            if(inst_data_ok) begin
                inst_req = ien;
                inst_addr = iaddr_i;
                if(inst_req && inst_addr_ok)
                    inext = WIAT;
                else
                    inext = IDLE;
            end
            else
                inext = WIAT;
        end
        default: begin  
            inst_req = ien;
            inst_addr = iaddr_i;
            idata_i = 32'd0;
            inst_ok = 1'd0;
            if(inst_req && inst_addr_ok)
                inext = WIAT;
            else
                inext = IDLE;
        end
        endcase
    end
   logic [1:0]  dsize;
   logic [31:0] daddr;
    always_comb begin : get_dsize_daddr
        case(dwen)
        4'b0001, 4'b0010, 4'b0100, 4'b1000: begin
            dsize = 2'b00;
            daddr = daddr_i;
        end
        4'b0011, 4'b1100: begin
            dsize = 2'b01;
            daddr = daddr_i;
        end
        4'b1111: begin
            dsize = 2'b10;
            daddr = daddr_i;
        end
        default: begin  
            dsize = 2'b10;
            daddr = {daddr_i[31:2], 2'd0 };
        end
        endcase
    end
   reg [1:0]    dcurr;
   logic [1:0]  dnext;
    always_ff @(posedge clk) begin : update_dcurr
        if(rst) begin
            dcurr <= IDLE;
        end
        else begin
            dcurr <= dnext;
        end
    end
    always_comb begin : select_next_dcurr
        data_size = dsize;
        data_addr = daddr;
        case(dcurr)
        WIAT: begin
            data_req = 1'b0;
            data_wr = 1'b0;
            data_wdata = 32'd0;
            drdata_i = data_rdata;
            data_ok = data_data_ok;
            if(data_data_ok)
                dnext = IDLE;
            else
                dnext = WIAT;
        end
        default: begin  
            data_req = den;
            data_wr = |dwen;
            data_wdata = dwdata_i;
            drdata_i = 32'd0;
            data_ok = 1'b0;
            if(data_req && data_addr_ok)
                dnext = WIAT;
            else
                dnext = IDLE;
        end
        endcase
    end
    assign inst_wr      = 1'b0;
    assign inst_size    = 2'b10;
    assign inst_wdata   = 32'd0;
endmodule

===== run.sh =====
#!/bin/bash
# OpenROAD 26Q1-2900-gdf79404cd8, Yosys 0.63+post, stock flow scripts
make -C /OpenROAD-flow-scripts/flow DESIGN_CONFIG=/design/flow/config.mk WORK_HOME=/design/flow/orfs finish

==> flow_metrics.py <==
# Generated from Yosys and OpenROAD reports
metrics = {
    "final_layout": {
        "drive_gt1_share_pct": 8.39,
        "area_delta_synth_final_pct": 159,
        "fin_cells": 742,
    },
    "floorplanning": {
        "ioPinCount": 375,
        "dieArea_sq_um": 25900,
        "die_w_um": 161,
        "die.size.y_um": 161,
        "core_region_area_sq_um": 19500,
        "placement_rows": 51,
        "initCoreUtil_pct": 8.82,
    },
    "critical_path": {
        "arrival_ns": 2.34,
        "crit_type": "input pin to output pin",
        "start_kind": "input pin",
        "cp_common_cell": "clkdlybuf4s50_1",
        "worst_path_max_delay_cell": "clkdlybuf4s50_1",
        "max_stage_delay_ns": 0.55,
        "crit_required_ns": 2.80,
        "endpoint_kind": "output pin",
        "path_max_fanout": 34,
        "path_cells": "clkdlybuf4s50_1 -> nand2b_4 -> and2_2 -> clkdlybuf4s50_1",
    },
    "power_and_ir_drop": {
        "peakVddDrop_uv": 141,
        "p_leak_nw": 1.72,
        "power_density_nw_per_um2": 143,
    },
    "routing": {
        "viasPerCell": 3.04,
        "antennaDiodeCount": 0,
        "postRouteAntennaNets": 0,
        "drt_iter0_drc": 59,
        "dr.pass1.iters": 2,
        "drc": 0,
        "via_count": 2257,
        "routed_wirelength_um": 10100,
        "wl_per_cell_um": 13.7,
    },
    "cts": {
        "cts_buffer_depth": 2,
        "numCtsBuffers": 3,
        "tritoncts": "yes",
        "cts_max_level": 1,
        "cts.clk_slew.worst_paths_ns": 0.03,
        "clk_latency_ns": 0.23,
        "hold_buffers": 0,
        "root_buffer": "clkbuf_16",
        "post_cts.repair.setup_buffers": 0,
        "cts_resized": 0,
        "cts_sinks": 4,
    },
    "flow_run": {
        "warning_count": 26,
        "cap_violations": 0,
    },
    "timing": {
        "report.final.slew_viol_count": 0,
        "fmax_mhz": 329,
        "finalSetupViolCount": 0,
        "relSlewSlack_pct": 63.5,
        "fin_crit_sh_pct": 86.8,
        "rsz0062_at_grt": "false",
        "post-route-min-period_ns": 3.04,
        "worst_pin_slew_ns": 0.548,
        "fin_tns_setup_ns": 0,
        "skew_ns": 0.0000384,
        "fin_ws_ns": 0.463,
        "whs_ns": 0.474,
        "hold_viol": 0,
    },
    "yosys": {
        "yosysUniqueCellTypes": 27,
        "syn-instance-count": 239,
        "yosys_register_bits": 4,
        "common_cells": "buf_4 (69), and2_1 (68), nor2b_1 (33)",
        "ys_cells": 239,
        "netlist_area_sq_um": 1720,
        "edf_count": 0,
        "async_reset_ff_share_pct": 0,
        "top_cell": "buf_4",
        "synth.top_cell.area_share_pct": 30.1,
        "yosys_warnings": 1,
        "syn_area_per_cell_sq_um": 7.21,
        "ff_type": "dfxtp_1",
        "ys_chip_area_sq_um": 1720,
        "top_area_cell": "buf_4",
        "synth.area.top_cells": "buf_4 (30%), and2_1 (25%), and2_4 (13%)",
        "ys_seq_share_pct": 4.65,
    },
    "placed_design": {
        "place_inst": 739,
        "dp_hpwl_um": 9280,
        "portBuffers": 278,
        "dp_worst_setup_slack_ns": 0.396,
        "place_congestion": 0.749,
    },
    "grt": {
        "grt_pass1_wl_um": 14600,
        "use_met3_pct": 5.34,
        "grt_use_met2_pct": 11.1,
        "grt_usage_pct": 7.06,
        "antenna_found_initial": 0,
        "grt_max_degree": 69,
        "grt_pass1_vias": 2422,
        "grt.busiest_layer": "met2",
        "met1_usage_pct": 7.44,
        "grt_overflow": 0,
    },
    "worst_hold_path": {
        "worstHoldPathType": "flip-flop to flip-flop",
    },
    "run_status": {
        "status": "completed",
    },
}
## metrics by stage
stage	cell area, sq um	power, mW	utilization (%)
detailed placement	4400	0.466	22.5
finish	4470	0.641	22.9
global route	4470	0.689	22.9
floorplan	1850	0.178	-
global placement	4400	0.468	22.5
CTS	4470	0.656	22.9
## critical path: cells and delay by family
kind / cells / cell delay (ns)
buffers and inverters: 2 / 1.02
and+or+nand+nor: 2 / 0.62
## layer usage
metal	up-vias	wire [um]
met3	16	1780
met5	-	0
li1	1098	-
met1	905	3820
met4	0	240
met2	238	4300
## final timing paths
| kind | start | end | slack, ns | depth (start not counted) |
|---|---|---|---|---|
| setup / recovery | inst_data_ok | inst_addr[9] | 0.46 | 4 |
| hold / removal | dcurr[0] | dcurr[0] | 0.47 | 2 |
| setup reg to reg | dcurr[1] | dcurr[0] | 2.36 | 3 |
| hold reg to reg | dcurr[0] | dcurr[0] | 0.47 | 2 |
## cells in the final DEF (no fill, tap or decap), drive strengths merged, types with 2 or more instances in the layout
cell type      instances
and2                 100
nand2                  4
clkdlybuf4s50        278
nand2b                 2
clkbuf                 3
buf                    2
nor2                   2
nor2b                 33
a21boi                 4
o21ai                  2
conb                  35
dfxtp                  4
## cell type report
class                   count  area, sq um
well taps                 265          332
fillers                  2167        15100
clock buffers               3         75.1
multi-input cells         190         1180
flip-flops and latches      4         81.3
repair buffers            280         2800
## cell families (layout without fill, tap and decap cells)
group	after synthesis	in the layout	share of synthesized area, %
multiplexers	1	1	0.581
AND/OR/NAND/NOR	144	144	56.4
XOR/XNOR	1	1	0.508
AND-OR/OR-AND	9	9	3.63
flip-flops	4	4	4.65
buffers and inverters	78	283	33.8
other	2	35	0.436
## state kept, by name, summed over array words and instances, names as in the netlist
| register | flops |
|---|---|
| dcurr | 2 |
| icurr | 2 |
## power breakdown
group / internal [mW] / total [mW] / leakage, nW / switching, mW
Combinational: 0.322 / 0.405 / 1.65 / 0.0830
Clock: 0.147 / 0.185 / 0.0370 / 0.0383
Sequential: 0.0488 / 0.0506 / 0.0334 / 0.00178
Total: 0.518 / 0.641 / 1.72 / 0.123
No activity file was given, so power comes from the tool's default toggle rates.
